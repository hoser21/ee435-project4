### flow/config.mk
export PLATFORM = sky130hd
export DESIGN_NAME = comp_32
export DESIGN_NICKNAME = comp_32
export VERILOG_FILES = /design/flow/design.v
export SDC_FILE = /design/flow/constraint.sdc
export NUM_CORES = 4
export LEC_CHECK = 1
export CORE_AREA = 10 10 93 93
export DIE_AREA = 0 0 103 103
### flow/constraint.sdc
current_design comp_32

set clk_period 4.1
set clk_io_pct 0.2

create_clock -name clk0 -period $clk_period

set non_clock_inputs [all_inputs -no_clocks]
set_input_delay [expr $clk_period * $clk_io_pct] -clock clk0 $non_clock_inputs
set_output_delay [expr $clk_period * $clk_io_pct] -clock clk0 [all_outputs]
### flow/design.v
module comp_32(lt, eq, gt, a, b);
parameter WIDTH = 32;
output [WIDTH-1:0] lt, eq, gt;
input [WIDTH-1:0] a, b;
assign lt = {{31'b0}, {a < b}};
assign eq = {{31'b0}, {a == b}};
assign gt = {{31'b0}, {a > b}};
endmodule
### flow/run.sh
#!/bin/bash
# OpenROAD 26Q1-2900-gdf79404cd8, Yosys 0.63+post, stock flow scripts
make -C /OpenROAD-flow-scripts/flow DESIGN_CONFIG=/design/flow/config.mk WORK_HOME=/design/flow/orfs finish
==> notes.md <==
Notes on the flow run.

- The layout cell share with drive strength beyond 1 is 2.190%, for reference.
- The final report lists the setup-violating endpoint count as 0.
- After synthesis, flip-flops and latches occupy 0% of the total area.
- The summed negative setup slack over all endpoints is 0 ns, for reference.
- In the final report, the number of hold violations comes to 0.
- The area fraction in and, or, nand and nor cells is 11.04%, for reference.
- Along the worst hold path, the cell count comes to 6.
- The fraction of the core area occupied by cells at floorplan is 22.98%, for reference.
- For reference, XOR and XNOR gates occupy 0% of the area reported after synthesis.
- The non-filler instance count after layout is 354, for reference.
- The kind of capture point of the worst setup path is a primary output, for reference.
- The pre-CTS worst setup slack is 0.1417 ns, for reference.
- After clock tree synthesis, the setup repair step added 0 buffers.
- Summing the areas of all compound-gate instances in the mapped netlist gives 10.23% of the synthesized area.
- In the detailed route, the total length drawn on met2 is 1896 um.
- The global-route wire length before repair is 5878 um, for reference.
- The global-route total usage across every layer is 6.707%, for reference.
- Per the placement report, the placed cell count is 354.
- Setup repair after global routing left no endpoint under its margin.
- The met1 wire length is 1727 um, for reference.
- The number of design-rule violations left by the first detailed-router iteration is 5, for reference.
- The classification of the worst-slack hold path is input port to primary output, for reference.
- In this run the full chip footprint comes out at 10610 um^2.
- The global route total overflow is 0, for reference.
- The Yosys step of the flow raised 0 warnings.
- The total DRC errors in the routed layout is 0, for reference.
- The routed length on met3 is 458 um, for reference.
- The run finished with clean final reports.
- The cell type contributing the most total cell area after synthesis is buf_4, for reference.
- Once detail routing completed, the nets flagged for antenna violations numbered 0.
- Timing would allow up to 0.2567 GHz.
- The synthesis run shows multiplexers occupying 0% of the cell area.
- The routed layout has 1210 vias.
- The highest ir drop seen on vdd is 0.02988 mV, for reference.
- The report shows a maximum critical-path fanout of 3.
- The largest net degree at the start of global routing is 5, for reference.
- In the post-route analysis, the smallest setup slack over all paths is 0.2039 ns.
- The die outline width is 103 um, for reference.
- The initial antenna violation count is 0, for reference.
- Once the clock tree was built, the resizer swapped 0 gates to a different size.
- In this run the maximum-capacitance check reported violations numbering 0.
- For the finished layout, the period the worst path requires is 3.896 ns.
- The unique cell type count in the Yosys netlist is 25, for reference.
- The commonest cells after synthesis are buf_4 (93), ha_1 (32), inv_1 (32), a21oi_1 (12), nand2_1 (8).
- The OpenROAD report gives the critical path a required time of 3.28 ns.
- According to the timing report, the critical path is launched from b[14].
- The tightest hold margin is 2.855 ns, for reference.
- After synthesis, the largest family of logic cells by area is buffers and inverters.
- The proportion of netlist area held by the largest area contributor is 44.96%, for reference.
- The quantity of I/O buffers inserted on ports is 67, for reference.
- In this run the top signal layer used is met3.
- The overall routed net length is 4083 um, for reference.
- The mean area per synthesized cell is 7.465 um^2, for reference.
- The number of inserted diodes is 0, for reference.
- The tally of clock buffers in the finished layout is 0, for reference.
- The layout has 722 filler cells.
- The synthesized netlist handed to floorplanning was reported with a cell count of 208.
- Dividing total power by cell area gives a power density of 74.01 nW/um^2.
- During I/O placement, the number of pins put on the boundary was 160.
- The design draws 145.8 uW.
- The arrival time at the worst endpoint is 3.08 ns, for reference.
- According to the floorplan report, the die height is 103 um.
- The final weighted congestion in routability-driven placement is 0.7637, for reference.
- The critical path class is input port to primary output, for reference.
- The iteration count recorded for the first detailed-route pass is 4.
- For this run, the detailed router reports a per-instance via density of 3.418.
- The number of global-route vias before repair is 1313, for reference.
- The final max-slew violation count recorded for this run is 0.
- The detailed-route wire length per cell is 11.53 um, for reference.
- For this run the top cell type by instance count after synthesis was buf_4.
- Registers take 0 um^2.
- In this run the standard cell core region covers 6756 um^2.
- In the Yosys report the total cell count is 208.
- The design has 0 sequential cells.
- For reference, the placement row count at floorplan is 30.
- The logs give a warning total of 32.
- The combined area of the multi-input logic cells is 1080 um^2, for reference.
- The kind of start point of the critical path is an input port, for reference.
- Hold analysis lists the worst path endpoint as eq[0].
- By area the synthesized netlist is led by buf_4 (45%), ha_1 (26%), inv_1 (7.7%), a21oi_1 (3.9%), nand2_1 (1.9%).
- The source of the worst hold timing path is b[2], for reference.
- The mapped netlist covers 1553 um^2.
- The post-synthesis chip area from yosys is 1553 um^2, for reference.
- The relative area change from synthesis to final layout is 26.91%, for reference.
- The leakage dissipation is 0.001076 uW, for reference.
- According to the dpl log, the detail-placed design has an HPWL of 3993 um.
- The final clock period utilization by the worst path is 95.03%, for reference.
- The hold buffer count at cts is 0, for reference.
- After Yosys synthesis, full adders, half adders and majority gates account for 25.79% of the synthesized area.
==> routing by layer <==
layer | global-route usage, % | vias up
met5 | 0 | -
met2 | 12.19 | 86
met3 | 1.760 | 0
met4 | 0 | 0
li1 | - | 630
met1 | 8.176 | 494
==> cells in the final DEF (no fill, tap or decap), drive strengths merged <==
cell type | synthesis | final
clkdlybuf4s50 | 0 | 67
nand4 | 5 | 5
a221o | 1 | 1
nor4 | 1 | 1
o31a | 1 | 1
ha | 32 | 32
nor2 | 2 | 2
and4 | 3 | 3
a21oi | 13 | 13
o211ai | 1 | 1
o21ai | 3 | 3
inv | 32 | 32
nand3 | 4 | 4
and4bb | 1 | 1
o31ai | 1 | 1
a21boi | 1 | 1
a21o | 1 | 1
a221oi | 2 | 2
nand2 | 8 | 8
conb | 1 | 93
and2 | 1 | 1
nor2b | 1 | 1
==> cell families after synthesis <==
group	Yosys count
and+or+nand+nor	26
other	1
adders and majority gates	32
buffers and inverters	125
AOI/OAI and AO/OA	24
==> through the flow <==
stage / util [%] / cell area, um^2
detailed placement: 29.17 / 1971
global route: 29.17 / 1971
finish: 29.17 / 1971
global placement: 29.17 / 1971
floorplan: - / 1898
CTS: 29.17 / 1971
==> cell type report <==
class,count,share of cell area [%]
repair buffers,67,34.03
multi-input cells,175,54.79
well taps,80,5.079
inverters,32,6.095
==> worst max path at each step <==
stage,to,slack (ns),cells past startpoint
4_1_cts,lt[0],0.14,9
6_report,lt[0],0.20,9
5_1_grt,lt[0],0.04,9
==> report_power, final <==
part           internal, uW  switching [uW]
Sequential                0               0
Combinational          90.5            55.4
Clock                     0               0
Total                  90.5            55.4
==> critical path, stage by stage <==
cell             delay (ns)
clkdlybuf4s50_1        0.45
inv_1                  0.04
ha_1                   0.32
a21oi_2                0.14
nand2_1                0.06
a221o_1                0.36
o31ai_2                0.27
and2_1                 0.16
clkdlybuf4s50_1        0.47
Power figures rest on the tool's default switching activity, not on a simulated workload.
